==> flow/design.v <==
`timescale 1ns / 1ps
module CacheController(
    rst,
    clk,
    wr,
    rd,
    data_rd,
    data_wr,
    addr_req,
    addr_resp,
    rdy,
    busy,
    wr_mem,
    rd_mem,
    busy_mem,
    data_rd_mem,
    data_wr_mem,
    addr_mem,
    cache_miss_count,
    cache_hit_count
    );
    input  rst; 
    input  clk; 
    input  wr;
    input  rd;
    output [31:0] data_rd;
    reg    [31:0] data_rd;
    input  [31:0] data_wr;
    input  [31:0] addr_req;
    output [31:0] addr_resp;
    reg    [31:0] addr_resp;
    output rdy;
    reg    rdy;
    output busy;
    reg    busy;
    output  wr_mem;
    reg     wr_mem;
    output  rd_mem;
    reg     rd_mem;
    input   busy_mem;
    input  [31:0] data_rd_mem;
    output [31:0] data_wr_mem;
    reg    [31:0] data_wr_mem;
    output [31:0] addr_mem;
    reg    [31:0] addr_mem;
    output [31:0] cache_miss_count;
    reg    [31:0] cache_miss_count;
    output [31:0] cache_hit_count;
    reg    [31:0] cache_hit_count;
    reg [15:0]  cache_valid = 16'h0000;
    reg [15:0]  cache_dirty = 16'h0000;
    reg [23:0]  cache_tag [15:0];
    reg [127:0] cache_data[15:0];
    reg [2:0]   cache_state = 3'h0;
    reg [1:0]   cache_count = 2'h0;
    wire [23:0] addr_tag = addr_req[31:8];
    wire [3:0]  addr_index = addr_req[7:4];
    wire [3:0]  addr_offset = addr_req[3:0];
    reg  rd_temp = 1'b1;
    always @(posedge clk or posedge rst) begin
        if (rst) begin
            rdy  <= 1'b0;
            busy <= 1'b0;
            data_rd <= 32'hZZZZZZZZ;
            cache_valid <= 16'h0000;
            cache_dirty <= 16'h0000;
            cache_state <= 3'h0;
            cache_count <= 2'h0;
            rd_mem <= 1'b0;
            wr_mem <= 1'b0;
            addr_mem <= 0;
            cache_miss_count   <= 0;
            cache_hit_count <= 0;
            rd_temp <= 1'b1;
            addr_resp <= 32'hZZZZZZZZ;
            data_rd <= 32'hZZZZZZZZ;
        end
        else begin
            case (cache_state)
            3'h0:
            begin
                if ((wr) || (rd))
                begin
                    cache_miss_count <= cache_miss_count + 1'b1;
                    addr_mem <= addr_req;
                    rd_temp <= rd;
                    if (wr)
                    begin
                        data_wr_mem <= data_wr;
                        wr_mem <= 1'b1;
                        rd_mem <= 1'b0;
                    end else begin
                        wr_mem <= 1'b0;
                        rd_mem <= 1'b1;
                    end
                    rdy <= 1'b0;
                    busy <= 1'b1;
                    cache_state <= 3'h1;
                end else begin
                    wr_mem <= 1'b0;
                    rd_mem <= 1'b0;
                    rdy <= 1'b0;
                    busy <= 1'b0;
                end
            end
            3'h1:
            begin
                if (!busy_mem) begin
                    wr_mem <= 1'b0;
                    rd_mem <= 1'b0;
                    if (rd_temp) begin
                       addr_resp <= addr_mem;
                       data_rd <= data_rd_mem;
                    end
                    rdy <= 1'b1;
                    busy <= 1'b0;
                    cache_state <= 3'h0;
                end
            end
            default:
                cache_state <= 3'h0;
            endcase
        end
    end
endmodule
==> flow/run.sh <==
#!/bin/bash
# OpenROAD 26Q1-2900-gdf79404cd8, Yosys 0.63+post, stock flow scripts
make -C /OpenROAD-flow-scripts/flow DESIGN_CONFIG=/design/flow/config.mk WORK_HOME=/design/flow/orfs finish
==> flow/config.mk <==
export PLATFORM = sky130hd
export DESIGN_NAME = CacheController
export DESIGN_NICKNAME = CacheController
export VERILOG_FILES = /design/flow/design.v
export SDC_FILE = /design/flow/constraint.sdc
export NUM_CORES = 4
export LEC_CHECK = 1
export CORE_UTILIZATION = 30
==> flow/constraint.sdc <==
current_design CacheController

set clk_period 6.1
set clk_io_pct 0.2

create_clock -name clk0 -period $clk_period [get_ports {clk}]

set non_clock_inputs [all_inputs -no_clocks]
set_input_delay [expr $clk_period * $clk_io_pct] -clock clk0 $non_clock_inputs
set_output_delay [expr $clk_period * $clk_io_pct] -clock clk0 [all_outputs]
==> results.ini <==
[place]
io_buffers=264
hpwl_um=10500
gpl.final_weighted_congestion=0.773

[logic_synthesis]
synth.avg_cell_area_um2=15.4
flop_cell=sky130_fd_sc_hd__dfrtp_1
postSynthCellCount=421
sequential_to_total_area_share_from_yosys_stat=0.664
enable_flop_cells=32
ys_cells=421
synth_cell_area_um2=6500
synthesized_flop_and_latch_total=166
ys_area_um2=6500
synth_async_sr_flop_share=0.807
synth.lib_cells_used.distinct=31
synth-warning-count=4

[timing]
final_setup_violation_count=0
finalCritPeriodShare=0.446
max_clock_freq_mhz=368
final.setup.tns_ns=0
tightestPinTransition_ns=0.876
hold_viol_final=0
grt_setup_unrepaired=false
minimum_clock_period_ns=2.72
final.setup_skew_ns=0.00699
drv_slew=0
relSlewSlack=0.415

[setup_path]
critical_path.endpoint_type=register
cp_cell_sequence=clkdlybuf4s50_1 -> o21bai_4 -> buf_4 -> mux2_2
cp_num_cells=4
startpoint=rd
timing.critical_path.fanout_max=35
crit_path_max_incr_delay_ns=0.48
worst_r2r_path_depth=2
crit_path_max_delay_cell_type=sky130_fd_sc_hd__buf_4
critical_path_required_ns=6.40
r2r_slack_ns=4.24
worst-setup-path-type=input port to register
worst_ep_arrival_time_ns=3.02
critical_path.reg2reg.startpoint=cache_state[0]
start_kind=input port
worstPathBufferInverterCount=2
worst_path_dominant_cell_family=buffers and inverters

[clocking]
clk_pin_slew_worst_paths_ns=0.06
cts.repair.resized=0
tritoncts=done
cts.hold.buffers_added=0
clock_sink_count=166
cts_buffer_depth=2
clk-insertion-delay-late_ns=0.42
cts_inserted_buffers=17
total_number_of_h_tree_levels=4
clock-root-buffer=sky130_fd_sc_hd__clkbuf_16
post-cts-setup-buffers=0

[job]
timing.max_cap.violations=0
log.warning_count=25

[grt]
grt_usage=0.139
first_global_vias=4306
number_of_antenna_violations_at_the_first_check_in_global_routing=0
grt_first_pass_wirelength_um=23300
grt_overflow_total=0
grt_start_max_net_pins=89

[floorplan]
placement_rows=53
io_pins=297
die_height_um=149
fp.dieW_um=149
coreArea_um2=21200
initial_utilization=0.307
die-area_um2=22300

[detailed_routing]
routedWlPerCell_um=15.2
detailroute.via_count=4285
drc_errors=0
antenna_left=0
n_antenna_cell=0
routed_wl_um=14900
detail_route.first_pass.iterations=4
dr.first_iter.drc_count=120
post_drt_via_cell_ratio=4.36

[final_layout]
final_layout_top_logic_cell=sky130_fd_sc_hd__clkdlybuf4s50_1
layout-drive-gt1-share=0.202
final_core_util=0.470
layout_top_cells=264 x sky130_fd_sc_hd__clkdlybuf4s50_1, 133 x sky130_fd_sc_hd__dfrtp_1, 97 x sky130_fd_sc_hd__mux2_2
area_delta_synth_final_pct=53.1

[status]
status=completed

[worst_hold_path]
hp-class=register to register
min-delay-start=rd_temp
hold_depth=2

[power]
ir_worst_vdd_mv=0.206
power.density_cell_area_nw_per_um2=398
power.leakage_nw=3.99

synth_stat cells, drive strengths merged, types with 4 or more instances:
library cell    n  area share
xnor2          26       0.035
nor4            4      0.0062
inv             5      0.0029
mux2           97        0.17
xor2            5      0.0067
nor3            6      0.0069
edfxtp         32        0.15
nand2          17      0.0098
nand4          13       0.014
buf            44       0.047
dfrtp         133        0.51
nor2            6      0.0035
nand3          16       0.014
path summary, 6_finish.rpt:
kind,to
max in group asynchronous,data_rd[17]
setup reg to reg,data_wr_mem[24]
setup / recovery,addr_mem[22]
min in group asynchronous,addr_mem[26]
hold / removal,rd_temp
hold reg to reg,rd_temp
cell families after synthesis:
group | after synthesis | synth area share
flops | 166 | 0.664
mux | 97 | 0.168
simple gates | 72 | 0.0684
buf+inv | 50 | 0.0503
xor+xnor | 31 | 0.0418
compound gates | 3 | 0.00481
fa+ha+maj | 1 | 0.00193
other cells | 1 | 0.000577
stage by stage:
step / hold slack [ns] / area [um^2] / setup slack (ns) / total power, mW / cells
2_1_floorplan: 0.424 / 6610 / 1.30 / 2.03 / 452
3_5_place_dp: 0.453 / 9340 / 2.94 / 2.89 / 950
4_1_cts: 0.462 / 9950 / 3.37 / 4.02 / 982
3_3_place_gp: 0.458 / 9340 / 2.98 / 2.88 / 950
5_1_grt: 0.475 / 9950 / 3.27 / 4.19 / 982
6_report: 0.462 / 9950 / 3.38 / 3.96 / 982
worst min-delay path, stage by stage (launching register included):
cell	delay, ns
sky130_fd_sc_hd__dfstp_2	0.37
sky130_fd_sc_hd__nand2_1	0.05
sky130_fd_sc_hd__nand2_1	0.04
metal layers:
metal  up-vias  part of all wire  routed length, um  track usage
met3        14             0.097               1450       0.0555
met1      2127              0.42               6300        0.200
met5         -                 0                  0            0
met4         0             0.017                249       0.0219
met2       185              0.46               6900        0.207
li1       1959                 -                  -            -
registers in the layout (all words and copies together) (netlist names):
signal / cells
addr_mem: 32
cache_miss_count: 32
wr_mem: 1
rd_temp: 1
rd_mem: 1
cache_state: 1
busy: 1
data_wr_mem: 32
data_rd: 32
addr_resp: 32
rdy: 1
report_power, final:
group	internal (mW)	switching (mW)	leakage, nW	total [mW]
Combinational	0.882	0.274	1.78	1.16
Sequential	1.48	0.221	1.92	1.70
Clock	0.665	0.434	0.297	1.10
cell type report:
type,instances,area (um^2)
inverters,5,23.8
clock inverters,10,116
multi-input cells,236,1980
fillers,1803,11200
well taps,275,344
repair buffers,268,2670
clock buffers,22,497
flip-flops and latches,166,4320
Power figures rest on the tool's default switching activity, not on a simulated workload.
